==> ./design.v <==
module reg_file #(
    parameter ADDR_WIDTH   = 5,
    parameter DATA_WIDTH   = 32,
    parameter REG_AMOUNT   = 32
) (   
    input                     i_clk,
    input                     i_rst_n,
    input                     w_enable,  
    input  [  ADDR_WIDTH-1:0] w_addr,
    input  [  DATA_WIDTH-1:0] w_data,
    input  [  ADDR_WIDTH-1:0] r_addrA,
	input  [  ADDR_WIDTH-1:0] r_addrB,
    output [  DATA_WIDTH-1:0] r_dataA,
	output [  DATA_WIDTH-1:0] r_dataB
);
reg signed [DATA_WIDTH-1:0] data_store[0:REG_AMOUNT-1];
wire [DATA_WIDTH-1:0] r_data_w;
reg  [DATA_WIDTH-1:0] r_data_r;
assign r_dataA =  data_store[r_addrA];
assign r_dataB =  data_store[r_addrB];
integer i;
always @(posedge i_clk or negedge i_rst_n) begin
    if (!i_rst_n) begin
        for(i=0; i<REG_AMOUNT; i=i+1)
            data_store[i] <= {DATA_WIDTH{1'b0}};
    end
    else begin
        if(w_enable) begin
            data_store[w_addr] <= w_data;
        end
    end
end
endmodule
==> ./run.sh <==
#!/bin/bash
# OpenROAD 26Q1-2900-gdf79404cd8, Yosys 0.63+post, stock flow scripts
make -C /OpenROAD-flow-scripts/flow DESIGN_CONFIG=/design/flow/config.mk WORK_HOME=/design/flow/orfs finish
==> ./config.mk <==
export PLATFORM = sky130hd
export DESIGN_NAME = reg_file
export DESIGN_NICKNAME = reg_file
export VERILOG_FILES = /design/flow/design.v
export SDC_FILE = /design/flow/constraint.sdc
export NUM_CORES = 4
export LEC_CHECK = 1
export CORE_UTILIZATION = 50
==> ./constraint.sdc <==
current_design reg_file

set clk_period 9.3
set clk_io_pct 0.2

create_clock -name clk0 -period $clk_period [get_ports {i_clk}]

set non_clock_inputs [all_inputs -no_clocks]
set_input_delay [expr $clk_period * $clk_io_pct] -clock clk0 $non_clock_inputs
set_output_delay [expr $clk_period * $clk_io_pct] -clock clk0 [all_outputs]
==> reports/qor.yml <==
status: "finished clean"
setup-tns-final_ns: 0
min_path_type: "flip-flop to flip-flop"
power_density_nw_per_um2: 217.8
startpoint_type: "input pin"
drt_iter0_markers: 6362
timing.final.ws_setup_ns: 1.321
largest_reg_flops: 1024
synth_cell_types: 70
vias: 46087
clock.fmax_mhz: 125.3
crit_slowest_cell: "nor2_4"
worstPathRequired_ns: 7.44
clk_path_buf_depth: 3
grt_first_pass_wirelength_um: 386000
syn_inst: 4394
synth-area-yosys_um2: 51950
cpMostUsedCell: "buf_4"
cts_tree: "built"
ys_sh_adder_pct: 0
maxCapViolations: 0
cts_sinks: 1024
drive_above_1_share_pct: 35.73
routedWlPerCell_um: 47.93
hold_violations: 0
grt_pass1_vias: 45116
path_cells: "buf_2 > buf_4 > nand2_1 > nor2_4 > buf_4 > a222oi_1 > nand3_1 > nor2_1 > a21oi_1 > clkdlybuf4s50_1"
cts_hold_buf: 0
top_register: "data_store"
ys_seq_share_pct: 49.33
synthesis.area_um2: 51950
die_x_um: 324.3
yosysTopAreaCell: "dfrtp_1"
crit_fanout: 24
clock-root-buffer: "clkbuf_16"
clk_latency_ns: 0.73
drc: 0
core_um2: 102300
routed_via_density: 7.747
drv_slew: 0
fp_util_pct: 50.77
drt-total-wl_um: 285100
critPathCaptureType: "primary output"
ys_sh_xor_pct: 0
grt_max_degree: 120
crit_family: "simple AND/OR/NAND/NOR gates"
ir_worst_vdd_mv: 0.1852
syn_area_per_cell_um2: 11.82
skew_ns: 0
gr-total-overflow: 0
r2r_setup_slack_ns: 8.37
dr.pass1.iters: 11
layout_min_cycle_time_ns: 7.979
ff_type: "dfrtp_1"
grt_use_total_pct: 56.64
area_growth_pct: 14.31
yosysWarningCount: 2
warnings: 51
top_cells_by_area: "dfrtp_1, mux2_2, a22oi_1"
dp_hpwl_um: 178200
synthTopCellsByCount: "mux2_2, dfrtp_1, a22oi_1, nand2_1, nor2_1"
path_clk_slew_ns: 0.06
worstPathArrival_ns: 6.12
cts_buffers: 112
path_class: "input pin to primary output"
fillers: 8308
finalCritPeriodShare_pct: 85.80
rsz0062_at_grt: "no"
ys_sh_aoi_pct: 15.53
edf_count: 0
post_cts_buffers: 0
ant_nets: 0
max_slew_margin_pct: 14.65
worst-path-buf-inv: 4
pre_cts_ws_ns: 1.739
ys_sh_simple_pct: 7.187
yosysMostFrequentCell: "mux2_2"
critPathMaxStageDelay_ns: 0.97
top_regs: "data_store (1024)"
antenna_found_initial: 28
top_cell_area_share_pct: 49.33
synthMuxAreaShare_pct: 24.15
place_congestion: 1.101
ys_async_sr_fraction_pct: 100.0
leakage_nw: 25.75
dieHeight_um: 324.3
synth_flops: 1024
setup_violations: 0
worst_pin_slew_ns: 1.276
port_buffers: 113
io_pins: 114
yosys_cells: 4394
cts_resized: 0
die-area_um2: 105200
htree_levels: 3
topCombFamilyByArea: "multiplexers"
fp-row-count: 117
==> metrics by stage <==
stage	hold WS, ns	power [mW]	std cells	instance area (um2)	utilization [%]
finish	0.5300	12.93	5949	59380	58.03
global route	0.5394	13.26	5926	59320	57.98
CTS	0.5308	12.83	5921	59310	57.96
detailed placement	0.5172	8.131	5711	55410	54.15
global placement	0.5093	8.106	5711	55410	54.15
floorplan	0.4934	7.055	4394	51950	-
==> kinds of logic (layout without fill, tap and decap cells) <==
logic type      count (synthesis)  count (layout)
mux                          1117            1117
compound gates               1074            1074
flops                        1024            1024
simple gates                  748             748
buf+inv                       431             590
other cells                     0              28
==> final timing paths <==
check                                                    from                             to  depth (start not counted)
worst max-delay path                               r_addrA[4]                     r_dataA[1]                         10
worst min-delay path            data_store[5][31]$_DFFE_PN0P_  data_store[5][31]$_DFFE_PN0P_                          1
worst min register to register  data_store[5][31]$_DFFE_PN0P_  data_store[5][31]$_DFFE_PN0P_                          1
worst max register to register  data_store[24][9]$_DFFE_PN0P_  data_store[24][9]$_DFFE_PN0P_                          1
max in group asynchronous                             i_rst_n  data_store[3][22]$_DFFE_PN0P_                          4
min in group asynchronous                             i_rst_n  data_store[13][9]$_DFFE_PN0P_                          1
==> where the power goes <==
part	total, mW	switching (mW)	internal, mW
registers	6.24	0.922	5.32
clock network	4.75	1.96	2.79
logic	1.94	0.929	1.01
total	12.9	3.81	9.12
==> placed cells by master (no fill, tap or decap), types with 61 or more instances in the layout <==
master / instances
clkdlybuf4s50_1: 102
a22oi_1: 692
nor2_4: 62
mux2i_1: 61
nor2_1: 129
mux2_2: 1052
buf_4: 257
dfrtp_1: 1024
nand4_1: 93
clkbuf_16: 117
nand2_1: 200
a21oi_1: 79
==> routing by layer <==
metal  vias to the layer above  global-route usage (%)  part of all wire (%)
met5                         -                   3.986                  0.20
li1                      17075                       -                     -
met2                      4390                   71.51                    39
met3                      1563                   38.86                    18
met4                        34                   36.03                   9.0
met1                     23025                   70.43                    34
==> area by class of cell <==
class,instances,area (um2),area share (%)
antenna,28,70.07,0.1180
clock buffer,166,3392,5.712
clock inverter,44,505.5,0.8512
inverter,3,11.26,0.01896
multi-input combinational,2939,24880,41.90
sequential,1024,25620,43.15
tap,1368,1712,2.882
timing repair buffer,377,3186,5.365
Power and IR drop assume default switching activity.
